[design.v]
`timescale 1ns / 1ps
module dff(
	input d,
	input rst,
	input c,
	output reg q
    );
	always @(posedge c or posedge rst)
		begin
			if(rst == 1)
				q = 0;
			else 
				q = d;
		end
endmodule
`timescale 1 ns/1 ns
module fsm (
	input            rst ,
	input 		     rqst,
	input            clk ,
	input            confirm ,
	input  [3:0]     pass_data ,
	output reg       en_left ,
	output reg       en_right ,
	output reg [3:0] dout,
	output reg [2:0] state
);
	always @(posedge clk or posedge rst)
	begin
		if(rst == 1)
			begin
				en_left = 0;
				en_right = 0;
				dout = 4'b0000;
				state = 3'b000;
			end
		else
			case(state)
				3'b000:   
					if(rqst == 1)
						begin
							state = 3'b001;
							en_left = 0;
							en_right = 0;	
						end
				3'b001:   
					if(rqst == 0)
						begin
							state = 3'b000;
							en_left = 0;
							en_right = 0;
						end
					else if(confirm == 1)
						begin
							if(pass_data == 4'b1111)
								state = 3'b101;
							else
								state = 3'b111;
						end
				3'b101:   
					begin
						if(rqst == 0)
							state = 3'b000;
						else if(confirm == 1)
							state = 3'b110;
					end
				3'b111:   
					if(rqst == 0)
						state = 3'b000;
				3'b110:	 
					if(rqst == 0)
						state = 3'b000;
					else
						begin
							dout = pass_data;
							en_left = pass_data[0];  
							en_right = ~pass_data[0];  
						end
			endcase
	end
endmodule
`timescale 1 ns/1 ns
module register (
	input        rst ,
	input        clk ,
	input        en ,
	input  [3:0] din ,
	output [3:0] qout
);
	dff df0(din[0], rst, clk & en, qout[0]);
	dff df1(din[1], rst, clk & en, qout[1]);
	dff df2(din[2], rst, clk & en, qout[2]);
	dff df3(din[3], rst, clk & en, qout[3]);
endmodule
`timescale 1 ns/1 ns
module system (
	input        rst ,
	input        rqst,
	input        clk,
	input  		 confirm,
	input  [3:0] din ,
	output en_left,
	output en_right,
	output [3:0] fsmdout,
	output [3:0] dout_left ,
	output [3:0] dout_right,
	output [2:0] state
);
	fsm fsm1(rst , rqst, clk, confirm, din, en_left, en_right, fsmdout, state);
	register left(rst, clk, en_left, fsmdout, dout_left);
	register right(rst, clk, en_right, fsmdout, dout_right);
endmodule
[config.mk]
export PLATFORM = sky130hd
export DESIGN_NAME = system
export DESIGN_NICKNAME = system
export VERILOG_FILES = /design/flow/design.v
export SDC_FILE = /design/flow/constraint.sdc
export NUM_CORES = 4
export LEC_CHECK = 1
export CORE_AREA = 10 10 93 93
export DIE_AREA = 0 0 103 103
[constraint.sdc]
current_design system

set clk_period 1.8
set clk_io_pct 0.2

create_clock -name clk0 -period $clk_period [get_ports {clk}]

set non_clock_inputs [all_inputs -no_clocks]
set_input_delay [expr $clk_period * $clk_io_pct] -clock clk0 $non_clock_inputs
set_output_delay [expr $clk_period * $clk_io_pct] -clock clk0 [all_outputs]
[run.sh]
#!/bin/bash
# OpenROAD 26Q1-2900-gdf79404cd8, Yosys 0.63+post, stock flow scripts
make -C /OpenROAD-flow-scripts/flow DESIGN_CONFIG=/design/flow/config.mk WORK_HOME=/design/flow/orfs finish
==> run summary <==
This note records the results obtained with Yosys and OpenROAD.

Outcome
The flow ran to the end, and the final reports show no timing, DRC or antenna violations.

Logic synthesis
The chip area line of the yosys report is 729 sq um. The dominant cell type by area after synthesis is dfrtp_1. The synthesized design devotes to its leading area cell type 58.3% of total area. For reference, the top cells by area after synthesis are dfrtp_1, buf_4, mux2_2. The share of async-settable or async-resettable flops after synthesis is approximately 100%. For this run, the leading register cell type out of synthesis is dfrtp_1. Sorting the synthesized cells by how often they occur yields dfrtp_1, buf_4, mux2_2, a22o_1, inv_1. Yosys mapped the design onto 18 distinct sky130hd cell types. The synthesized netlist was found by Yosys to have 56 cells. Yosys instantiated no cell more often than dfrtp_1. Yosys reported a register bit count of 17. A synthesized cell averages 13.0 sq um. The sequential share of the synthesized area is 58.3%. The synthesized area is 729 sq um.

The count of flip-flops with a built-in enable after synthesis is 0. After technology mapping, the gate count stands at 56. The synthesis report lists the Yosys warning total as 2.

Detailed routing
The routed layout has 550 vias. The routed wire length is 2040 microns. The routed design uses 824 microns of met2 wire. The iteration-0 DRC count of the detailed router is 45. Antenna repair during routing inserted a diode count of 0. The routed layout reports a DRC error count of 0. The detail route stage leaves a number of antenna-violating nets equal to 0. The met1 routed wirelength after detailed routing is 984 microns. Per the detail_route report, vias per standard cell equal 3.14.

The top layer reached by signal wires is met3. The total met3 wirelength after detailed routing is about 230 microns. The script logs the mean routed wire length per placed instance as about 12 microns.

The number of iterations in the first detailed-routing pass is 3.

Worst setup path
The largest incremental delay on the critical path is 490 ps. The worst setup path is of the flop to output port kind. Max fanout on the critical path was recorded as 3. The worst setup path is launched from a flop. For reference, the critical path is launched at fsm1.dout[2]. The critical path arrival is around 1400 ps.

The script reports the combined buffer and inverter count of the critical path as 1. According to the timing report, the data required time at the worst endpoint equals 1440 ps. The startpoint of the worst register-to-register path is fsm1.en_left.

On the critical path, the stage with the largest delay is an instance of clkdlybuf4s50_1. The top cell family by delay on the critical path is buffers and inverters. The element type at the critical path end is an output port. Listed in order, past its start point the critical path passes clkdlybuf4s50_1.

Floorplan
The horizontal die dimension reported for this design is 103 microns. The full die area is 10600 sq um. After floorplanning, the core was divided into 30 placement rows. The floorplan step records an initial core utilization of 10.8%. 25 I/O pins were placed. The floorplan step defined a core boundary enclosing 6760 sq um.

Per the OpenROAD floorplan log, the height of the die is 103 microns.

Timing
Setup repair after global routing left no endpoint under its margin. The pin closest to its max-slew limit shows a slew of between 300 and 400 ps. Per the slew report, the remaining headroom to the max-slew limit stands at 79.5%. The post-layout worst setup margin is around 56 ps.

After layout, the setup clock skew is reported as 32.8 ps. The final setup TNS is 0 ps. The final cycle utilization of the critical path is between 90% and 100%. The hold violation count in the final report is 0. The post-route minimum period is 1740 ps. Pins over their slew limit in the final report were tallied at 0. The most critical hold endpoint after final layout shows a slack of 96.5 ps. The maximum clock rate is 573 MHz. The number of endpoints failing setup at the final stage is 0.

Run
The tally of OpenROAD warnings is 25. The count of maximum capacitance violations is 0.

Placed design
The tally of buffers added on design ports is 24. The global placer's final weighted congestion is 0.797. The worst slack at placement is 138 ps. After detailed placement, the design holds a cell count of 148.

Layout
Relative to the synthesized area, the layout overhead comes to 76.7%. The layout cell share with drive strength beyond 1 is 37.9%. Measured on the finished design, the core utilization comes to 19.1%.

For this run, the number of standard cells in the final layout without fillers is around 180. The flip-flop count of the largest register, all copies and words added is 4.

Global route
The global route stage reports its total congestion overflow as 0. The number of antenna violations at the first check in global routing is 0. For this run, the total global-route usage over all layers was measured as under 10%.

The first-pass GRT wire length is 3120 microns. Entering global routing, the biggest net connects 18 pins. The via count of the first global-routing pass is about 630.

Power
The worst VDD IR drop from the latest analysis is 395 uV. The static leakage is around 0.63 nW. The power per cell area is 629 nW/um^2.

Clocking
After clock tree synthesis, the clock-pin slew on the worst setup and hold paths is ~40 ps. The clock reaches the later pin of the worst-skew pair after 570 ps. The clock tree from TritonCTS is done.

Min path
According to the hold report, the worst path is of the input port to async pin type.
==> cells by family after synthesis <==
kind of cell | synth area share [%]
AND-OR/OR-AND | 10.3
XOR/XNOR | 1.20
buffers and inverters | 14.6
flip-flops | 58.3
multiplexers | 6.17
AND/OR/NAND/NOR | 9.43
==> power by group <==
part           internal (mW)  leakage [nW]  total [mW]  switching, mW
combinational         0.0167         0.286      0.0318         0.0151
clock                  0.436         0.113       0.576          0.140
sequential             0.203         0.228       0.203              0
total                  0.656         0.627       0.810          0.155
==> placed cells by master (no fill, tap or decap) <==
cell             count
clkdlybuf4s50_1     22
clkbuf_8            15
dfrtp_1             14
buf_4               10
mux2_2               4
inv_1                3
a22o_1               3
dfrtp_2              3
nand2b_1             2
a21oi_1              2
a21o_2               2
and2_1               2
dlygate4sd3_1        2
dlymetal6s2s_1       2
nand4b_4             1
nor2_1               1
xnor2_1              1
o21ai_0              1
o211ai_1             1
o2bb2ai_1            1
and4b_2              1
nand3_1              1
clkbuf_1             1
==> area by class of cell <==
class                      instances  area [sq um]
tap                               80           100
fill                             733          5470
timing repair buffer              36           340
multi-input combinational         23           198
sequential                        17           429
inverter                           3          11.3
clock buffer                      16           210
==> final timing paths <==
kind | to | slack (ps) | cells past startpoint
setup / recovery | fsmdout[2] | 60 | 1
hold / removal | right.df2.q | 100 | 3
setup reg to reg | fsm1.en_left | 420 | 3
hold reg to reg | right.df0.q | 460 | 1
max in group gated | clock gate | 390 | 2
max in group asynchronous | fsm1.state[2] | 1470 | 3
min in group gated | clock gate | 420 | 2
min in group clk0 | fsm1.dout[3] | 450 | 2
==> per-layer routing <==
layer / up-vias / track usage, %
li1: 259 / -
met1: 263 / 5.13
met2: 28 / 4.88
met3: 0 / 3.52
met4: 0 / 1.93
met5: - / 0
==> repair_timing <==
item,in CTS,in global routing
gates resized,3,2
buffers inserted,8,1
hold buffers,2,0
endpoints found under the setup margin,8,3
hold endpoints to repair,2,0
==> metrics by stage <==
| stage | instance area [sq um] | power (mW) |
|---|---|---|
| floorplan | 729 | 0.214 |
| global placement | 982 | 0.238 |
| detailed placement | 982 | 0.238 |
| CTS | 1280 | 0.831 |
| global route | 1290 | 0.857 |
| finish | 1290 | 0.810 |
Power figures rest on the tool's default switching activity, not on a simulated workload.
