<file path="design/flow/run.sh">
#!/bin/bash
# OpenROAD 26Q1-2900-gdf79404cd8, Yosys 0.63+post, stock flow scripts
make -C /OpenROAD-flow-scripts/flow DESIGN_CONFIG=/design/flow/config.mk WORK_HOME=/design/flow/orfs finish
</file>
<file path="design/flow/config.mk">
export PLATFORM = sky130hd
export DESIGN_NAME = comparator8
export DESIGN_NICKNAME = comparator8
export VERILOG_FILES = /design/flow/design.v
export SDC_FILE = /design/flow/constraint.sdc
export NUM_CORES = 4
export LEC_CHECK = 1
export CORE_AREA = 10 10 70 70
export DIE_AREA = 0 0 80 80
</file>
<file path="design/flow/constraint.sdc">
current_design comparator8

set clk_period 2.7
set clk_io_pct 0.2

create_clock -name clk0 -period $clk_period

set non_clock_inputs [all_inputs -no_clocks]
set_input_delay [expr $clk_period * $clk_io_pct] -clock clk0 $non_clock_inputs
set_output_delay [expr $clk_period * $clk_io_pct] -clock clk0 [all_outputs]
</file>
<file path="design/flow/design.v">
`timescale 1 ns/1 ns
module comparator3 (
	input [2:0] A ,
	input [2:0] B ,
	input l ,
	input e ,
	input g ,
	output lt ,
	output et ,
	output gt
);
	wire a2not, a1not, a0not, b2not, b1not, b0not, c2, c1, c0, ct;
	wire lc, gc;
	wire gt1, gt2, gt3, gt4;
	wire lt1, lt2, lt3, lt4;
	not g1(a2not, A[2]);
	not g2(a1not, A[1]);
	not g3(a0not, A[0]);
	not g4(b2not, B[2]);
	not g5(b1not, B[1]);
	not g6(b0not, B[0]);
	xnor g7(c2, A[2], B[2]);
	xnor g8(c1, A[1], B[1]);
	xnor g9(c0, A[0], B[0]);
	and g10(ct, c2, c1, c0);
	and g11(lc, ct, l);
	and g12(et, ct, e);
	and g13(gc, ct, g);
	and g14(gt1, A[2], b2not);
	and g15(gt2, A[1], b1not, c2);
	and g16(gt3, A[0], b0not, c2, c1);
	or g17(gt4, gt1, gt2, gt3);
	or g18(gt, gt4, gc);
	and g19(lt1, a2not, B[2]);
	and g20(lt2, a1not, B[1], c2);
	and g21(lt3, a0not, B[0], c2, c1);
	or g22(lt4, lt1, lt2, lt3);
	or g23(lt, lt4, lc);
endmodule
`timescale 1 ns/1 ns
module comparator8 (
	input [7:0] A ,
	input [7:0] B ,
	input l ,
	input e ,
	input g ,
	output lt ,
	output et ,
	output gt
);
	wire w1l, w1e, w1g;
	wire w2l, w2e, w2g;
	comparator3 c1(A[2:0], B[2:0], l, e, g, w1l, w1e, w1g);
	comparator3 c2(A[5:3], B[5:3], w1l, w1e, w1g, w2l, w2e, w2g);
	comparator3 c3({1'b0, A[7:5]}, {1'b0, B[7:5]}, w2l, w2e, w2g, lt, et, gt);
endmodule
</file>
==> Slide: Implementation Results <==
Physical Implementation Snapshot

Die
  – Starting Density: 11.3%
  – Top Ports: 22
  – CORE AREA: 3420 um^2
  – FP Rows: 21
  – Total die size: 6400 um^2
  – Die Y: 80 um
  – Die X: 80 um

Yosys
  – Post-synthesis sequential area ratio: 0%
  – Yosys stat area: 385 um^2
  – Syn Inst Count: 54
  – Post-Syn Area: 385 um^2
  – Cell Type Count: 11
  – Ys Warns: 2
  – # Cells Yosys: 54
  – Syn_area_per_cell: 7.14 um^2

Power and ir drop
  – Peak VDD IR: 0.0000544 V
  – Leak: 0.416 nW
  – Power per cell area: 138 nW/um^2

Final layout
  – Syn-to-layout area delta: 114%
  – Finished Layout Cells: 128
  – Final instance area: 825 um^2
  – Flop count: 0
  – Clock buffer count: 0
  – Reg area: 0 um^2
  – Share of layout cells above drive strength 1: 26.8%

STA
  – Worst-margin pin slew: 0.152 ns
  – Fin crit period: 2.63 ns
  – FMAX: 381 MHz
  – PnR worst setup slack: 0.0728 ns
  – Final hold violation count: 0
  – Endpoints failing setup: 0
  – Tcrit/Tclk final: 97.3%
  – Headroom to the max-slew limit: 89.8%
  – Setup TNS: 0 ns
  – Max-slew violation count: 0

Global routing
  – Global route overflow: 0
  – Initial antenna violation count: 0
  – Largest net degree at the start of global routing: 8
  – Vias in the first global route: 482
  – First-pass GRT wire length: 2120 um
  – GRT Util Overall: 3.95%

Placement
  – Placed Area: 708 um^2
  – Dpl hpwl: 1040 um
  – Routability cong.: 0.681
  – Pre-CTS setup slack: -0.283 ns
  – Cells after DPL: 128
  – Number of port buffers: 22

Critical path
  – Critical path endpoint category: output pin
  – Crit path to: gt
  – Critical path peak fanout: 3
  – Required @ worst endpoint: 2.16 ns
  – Worst Setup SP: A[6]
  – CP Data Arrival Time: 2.09 ns
  – Startpoint types: input port
  – Setup CP Type: input port to output pin

Detailed routing
  – Drc violations: 0
  – DR iter-0 viols: 7
  – Via count: 443
  – Vias per cell: 3.46
  – Final ANT Viol Nets: 0
  – Total Routed Length: 1270 um
  – Pre-antenna DRT Iters: 4
  – # diodes: 0
  – Wirelength per Cell: 9.95 um

Worst hold path
  – HP Class: input port to output pin

Flow run
  – Max_cap viols: 0
  – Log Warnings: 40

Clock tree
  – Hold Buf Count CTS: 0
  – Postcts setup bufs: 0

Run status
  – Run status: complete, no violations
==> per-layer routing <==
layer	track usage, %	vias up	share of wire (%)	routed length [um]
li1	-	240	-	-
met3	0.909	0	5.8	74
met4	0	0	0	0
met1	5.21	191	49	629
met2	6.74	12	45	569
met5	0	-	0	0
==> power breakdown <==
| group | leakage, nW | total [mW] | switching [mW] | internal [mW] |
|---|---|---|---|---|
| Combinational | 0.416 | 0.114 | 0.0452 | 0.0688 |
| Clock | 0 | 0 | 0 | 0 |
| Sequential | 0 | 0 | 0 | 0 |
| Total | 0.416 | 0.114 | 0.0452 | 0.0688 |
==> logic make-up (layout without fill, tap and decap cells) <==
family	count (synthesis)	after routing	synth area share (%)
buf+inv	17	45	16.6
simple gates	11	11	14.6
compound gates	10	10	16.9
fa+ha+maj	16	16	51.9
==> per-stage QoR <==
stage	total power, mW	util (%)	hold WS, ns
after floorplan	0.0387	-	1.17
after global placement	0.0919	20.7	2.07
final	0.114	24.1	1.82
after global routing	0.127	24.1	1.87
after CTS	0.108	22.7	1.87
after detailed placement	0.0933	20.7	2.05
==> cell usage after synthesis <==
cell type	number	area, um^2
inv_1	17	63.8
nand4_1	3	18.8
nand3_1	5	25.0
nand2_1	1	3.75
ha_1	16	200
nor2_1	1	3.75
o22ai_1	2	12.5
nor3_1	1	5.00
a21oi_1	4	20.0
a211o_1	2	17.5
a211oi_1	2	15.0
==> critical path, cell delays in order <==
cell and delay [ns]:
clkdlybuf4s50_1 0.48, inv_1 0.07, ha_4 0.26, a21oi_2 0.14, o22ai_1 0.09, a211o_1 0.26
dlygate4sd2_1 0.25
==> cell usage in the layout (no fill, tap or decap) <==
cell / count
inv_1: 16
clkdlybuf4s50_1: 15
ha_1: 8
ha_4: 6
buf_4: 6
nand3_1: 4
a21oi_2: 4
dlymetal6s2s_1: 4
nand4_1: 3
dlygate4sd2_1: 3
a211oi_2: 2
o22ai_1: 2
a211o_1: 2
ha_2: 2
inv_2: 1
nand3_2: 1
nand2_1: 1
nor3_1: 1
nor2_1: 1
==> final cells by class <==
type                            instances  area, um^2
Fill cell                             374        2590
Inverter                               17        63.8
Multi-Input combinational cell         37         432
Tap cell                               46        57.6
Timing Repair Buffer                   28         272
==> timing repair <==
| action | 4_1_cts | 5_1_grt |
|---|---|---|
| pin swaps | 1 | 6 |
| gates cloned | 0 | 0 |
| resized | 12 | 11 |
| setup endpoints to repair | 3 | 2 |
==> worst min path at each step <==
stage / start / end / cells past startpoint
after global routing: B[4] / et / 5
after CTS: e / et / 4
final: B[4] / et / 5
Power and IR drop assume default switching activity.
