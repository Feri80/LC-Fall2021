## flow/design.v

```verilog
`timescale 1 ns/1 ns
module alu (
	input [1:0] A ,
	input [1:0] B ,
	input [1:0]	sel ,
	output [3:0] Y
);
	wire [3:0] Mul; 
	wire [3:0] Add;
	wire [3:0] Nand; 
	wire [3:0] Not;
	assign Mul = {A[1] & A[0] & B[1] & B[0], (A[1] & B[1] & ~B[0]) | (A[1] & B[1] & ~A[0]), (~A[1] & A[0] & B[1]) | (A[0] & B[1] & ~B[0]) | (A[1] & ~B[1] & B[0]) | (A[1] & ~A[0] & B[0]), A[0] & B[0]};
	assign Add = A + B;
	assign Not = {0, 0, ~A[1], ~A[0]};
	assign Nand = {0, 0, ~(A[1] & B[1]), ~(A[0] & B[0])};
	multiplexer4x4 m1(Mul, Add, Nand, Not, sel, Y);
endmodule
`timescale 1 ns/1 ns
module multiplexer4x4 (
	input [3:0] w3 ,
	input [3:0] w2 ,
	input [3:0] w1 ,
	input [3:0] w0 ,
	input [1:0]	sel ,
	output [3:0] y
);
   assign y = sel[1] ? (sel[0] ? w3 : w2) : (sel[0] ? w1 : w0); 
endmodule
```

## flow/run.sh

```bash
#!/bin/bash
# OpenROAD 26Q1-2900-gdf79404cd8, Yosys 0.63+post, stock flow scripts
make -C /OpenROAD-flow-scripts/flow DESIGN_CONFIG=/design/flow/config.mk WORK_HOME=/design/flow/orfs finish
```

## flow/config.mk

```make
export PLATFORM = sky130hd
export DESIGN_NAME = alu
export DESIGN_NICKNAME = alu
export VERILOG_FILES = /design/flow/design.v
export SDC_FILE = /design/flow/constraint.sdc
export NUM_CORES = 4
export LEC_CHECK = 1
export CORE_AREA = 10 10 70 70
export DIE_AREA = 0 0 80 80
```

## flow/constraint.sdc

```tcl
current_design alu

set clk_period 1.0
set clk_io_pct 0.2

create_clock -name clk0 -period $clk_period

set non_clock_inputs [all_inputs -no_clocks]
set_input_delay [expr $clk_period * $clk_io_pct] -clock clk0 $non_clock_inputs
set_output_delay [expr $clk_period * $clk_io_pct] -clock clk0 [all_outputs]
```

==> CHANGELOG.md <==
## Implementation

- Status: finished with violations
- Violated checks: setup timing
- Critical Path Start Type: input port
- VDD IR-drop max: between 0.02 and 0.03 mV
- Crit path max fanout: 2
- Antenna violations before repair: 0
- Die Span X: around 80 um
- Via count: around 240
- Hold Path Sink: Y[3]
- Min Tclk post-route: between 1.5 and 2 ns
- First-pass GRT wire length: ~980 um
- Gpl congestion: about 0.80
- DRC: 0
- Die H: 80 um
- WL per Instance: 6.90 um
- Drt initial violations: 12
- Port Buffer Count: 10
- Gr usage total: 0.0185
- CP Data Arrival Time: roughly 1.4 ns
- Relative max-transition margin: 0.880
- Mean Syn Cell Area: between 6 and 7 um^2
- Leakage power: approximately 0.18 nW
- HPWL Detailed: 591 um
- Length of the first detailed-routing pass in iterations: 2
- Hold Slack: 0.773 ns
- Yosys warning tally: 0
- Core box area: about 3400 um^2
- N_diodes: 0
- CP peak stage delay: 0.39 ns
- Fmax: around 630 MHz
- Worst-Margin Slew: 0.178 ns
- Seq share, synth: 0
- Placed cell count: roughly 91
- Wirelength, routed: about 640 um
- Cycle use final: 1.58
- Clock buffers: 0
- Worst hold path class: in2out
- Fraction of layout cells with a size suffix above 1: 0.565
- FP Rows: 21
- Critical Path RT: approximately 0.80 ns
- Distinct lib cells used: 16
- Final hold violation count: 0
- FF+latch area: 0 um^2
- Final Cell Area: 405 um^2
- RSZ-0062 raised after global routing: true
- Flop count: 0
- Hold_sp: sel[0]
- Vias in the first global route: approximately 220
- Fp util: 0.0535
- CP Capture Type: output pin
- Post-route ant nets: 0
- Largest net degree at the start of global routing: 6
- Finished Layout Cells: around 90
- Placed inst area: just over 400 um^2
- Total power: 135 uW
- Setup Viol. Count Final: 3
- CP Class: in2out
- Setup WS post-layout: -0.584 ns
- Worst path slowest cell: fa_1
- Drt via density: ~2.6
- Maximum Capacitance Violations: 0
- Die area: about 6400 um^2
- Overflow after GRT: 0
- Worst hold stages: 4
- Tool warning count: 37
- Io pins: 10
- Synth Instances: 27
- # Cells Yosys: 27
- Layout overhead on the synthesized area: 122%
- Yosys Chip Area: between 150 and 200 um^2
- Worst path bufs/invs: 3
- Crit-path cells: buf_8 > ha_4 > inv_2 > fa_1 > mux2i_1 > o21ai_1 > a21oi_1 > buf_2
- Top Family by Delay on Critical Path: adder cells
- Pwr/cell area: about 330 nW/um^2
- Total negative slack: -1.17 ns
- Cell area after synthesis: around 180 um^2
- # fillers: roughly 390
- Hold buffers post-CTS: 0
- Final Max Tran Viols: 0
==> per-stage QoR <==
stage | setup WS (ns) | util
floorplan | -0.253 | -
global placement | -1.46 | 0.121
detailed placement | -1.46 | 0.121
CTS | -0.597 | 0.116
global route | -0.656 | 0.119
finish | -0.584 | 0.119
==> report_power, final <==
part	total, mW	leakage, nW	internal [mW]	switching (mW)
logic	0.135	0.179	0.0784	0.0569
clock network	0	0	0	0
registers	0	0	0	0
total	0.135	0.179	0.0784	0.0569
==> cell type report <==
class                      instances  area (um^2)  share of cell area
timing repair buffer              20          153               0.377
tap                               46         57.6               0.142
multi-input combinational         23          184               0.454
inverter                           3         11.3              0.0278
==> worst max-delay path by stage <==
stage     slack (ns)  from    to  cells after the start
4_1_cts        -0.60  B[0]  Y[1]                      8
6_report       -0.58  B[0]  Y[1]                      8
5_1_grt        -0.66  B[0]  Y[1]                      8
==> layout by cell type, fill, tap and decap left out <==
cell      count
inv_2         3
nor2b_1       2
a31oi_1       2
nor3_2        1
ha_1          2
nand2_1       3
clkbuf_2      1
buf_2         7
mux2i_1       1
buf_8         1
fa_1          1
ha_4          1
nor2_1        2
a211oi_1      1
xor2_1        1
o21ai_1       1
o21ai_0       1
buf_6         4
a21oi_1       2
buf_4         7
nand3b_1      1
nand2_2       1
==> per-layer routing <==
metal	routed length, um	share of wire	track usage	vias to the layer above
li1	-	-	-	129
met1	180	0.28	0.0152	107
met2	455	0.72	0.0457	0
met3	0	0	0	0
met4	0	0	0	0
met5	0	0	0	-
==> cell usage after synthesis (2+ instances only) <==
cell     n  share of area
nor2b_1  2          0.068
ha_1     3           0.21
inv_1    3          0.062
nor2_1   2          0.041
nand2_1  4          0.082
a21oi_1  2          0.055
a31oi_1  2          0.068
==> kinds of logic after synthesis <==
group / count (synthesis) / synth area share
buffers and inverters: 4 / 0.103
xor gates and xnor gates: 1 / 0.0480
AOI/OAI and AO/OA: 7 / 0.219
muxes: 1 / 0.0548
adders and majority gates: 4 / 0.315
and+or+nand+nor: 10 / 0.260
==> timing repair <==
item                                    4_1_cts  5_1_grt
pin swaps                                     6        3
resized                                      42        6
endpoints found under the setup margin        4        4
buffers inserted                              0        1
Power and IR drop assume default switching activity.
